$ cat ./design.v
module adler32(
	input clock,
	rst_n,
	data_valid,
	last_data,
	input [7:0] data,
	output checksum_valid,
	output [31:0] checksum
);	
	wire brief_reset;
	datapath D1(
		.data(data),
		.clk(clock),
		.rst_n(rst_n & brief_reset),
		.checksum(checksum),
		.data_valid(data_valid)
	);
	controller C1(
		.clk(clock), 
		.rst_n(rst_n),
		.last_data(last_data),
		.checksum_valid(checksum_valid),
		.brief_reset(brief_reset)
	);
endmodule
module datapath(
	input[7:0] data,
	input clk,rst_n, data_valid,
	output[31:0] checksum
);
	wire[15:0] old_A,old_B, next_A, next_B, new_A, new_B;
	wire[16:0] sum_A,sum_B;
	assign sum_A = data + old_A;
	assign sum_B = old_B + new_A;
	modulus mod1(
		.dividend(sum_A),
		.divisor(65521),
		.result(new_A)
	);
	modulus mod2(
		.dividend(sum_B),
		.divisor(65521),
		.result(new_B)
	);
	dff_rstval #(.WIDTH(16),.RSTVAL(1))A(
		.rst_n(rst_n), 
		.clk(clk),
		.D(next_A),
		.Q(old_A)
	);
	dff_rstval #(.WIDTH(16),.RSTVAL(0))B(
		.rst_n(rst_n), 
		.clk(clk), 
		.D(next_B), 
		.Q(old_B)
	);
	assign next_A = data_valid ? new_A: old_A;
	assign next_B = data_valid ? new_B: old_B;
	assign checksum[15:0] = old_A;
	assign checksum[31:16] = old_B;
endmodule
module controller(
	input clk, rst_n, last_data,
	output checksum_valid,brief_reset
);	
	wire[1:0] current_state,next_state;
	dff #(.WIDTH(2)) DFF(
		.rst_n(rst_n),
		.clk(clk),
		.D(next_state),
		.Q(current_state)
	);
	assign next_state[0] = last_data & ~current_state[1] & ~current_state[0];
	assign next_state[1] = current_state[0];
	assign checksum_valid = ~current_state[1] & current_state[0];
	assign brief_reset = ~current_state[1];
endmodule
module modulus(
	input[16:0] dividend,
	input[16:0] divisor,
	output[15:0] result
);
	wire[16:0] difference;
	assign difference = dividend - divisor;
	assign result = (divisor > dividend) ? dividend[15:0] : difference[15:0]; 
endmodule
$ cat ./run.sh
#!/bin/bash
# OpenROAD 26Q1-2900-gdf79404cd8, Yosys 0.63+post, stock flow scripts
make -C /OpenROAD-flow-scripts/flow DESIGN_CONFIG=/design/flow/config.mk WORK_HOME=/design/flow/orfs finish
$ cat ./config.mk
export PLATFORM = sky130hd
export DESIGN_NAME = modulus
export DESIGN_NICKNAME = modulus
export VERILOG_FILES = /design/flow/design.v
export SDC_FILE = /design/flow/constraint.sdc
export NUM_CORES = 4
export LEC_CHECK = 1
export CORE_AREA = 10 10 94 94
export DIE_AREA = 0 0 104 104
$ cat ./constraint.sdc
current_design modulus

set clk_period 9.3
set clk_io_pct 0.2

create_clock -name clk0 -period $clk_period

set non_clock_inputs [all_inputs -no_clocks]
set_input_delay [expr $clk_period * $clk_io_pct] -clock clk0 $non_clock_inputs
set_output_delay [expr $clk_period * $clk_io_pct] -clock clk0 [all_outputs]
==> out/metrics.csv <==
stage;metric;value;unit
logic_synthesis;yosysWarnings;0;
floorplanning;std_cell_rows;30;
timing;fmax;147;MHz
power;p_int;0.0000773;W
global_routing;grt_first_pass_wirelength;6740;microns
drt;drt_iter0_markers;39;
critical_path;setup.worst_path.start_class;input pin;
critical_path;end_kind;output port;
power;sw_frac_of_total;0.420;
floorplanning;core;6830;sq um
drt;antenna_left;0;
global_routing;met2_usage;0.115;
final_layout;lay_top_cells;clkdlybuf4s50_1, inv_1, ha_1;
timing;final.setup.tns;0;ps
logic_synthesis;yosys.stat.seqShare;0;
power;p_per_area;66.0;nW/um^2
power;clockPowerShare;0;
global_routing;grt_most_used_layer;met2;
floorplanning;fp_util;0.210;
logic_synthesis;ys_area;1440;sq um
floorplanning;fp.dieW;104;microns
final_layout;layout-drive-gt1-share;0.0367;
placed_design;dpl_cell_area;2020;sq um
cts;holdBufCountCts;0;
final_layout;layout_top_cell;clkdlybuf4s50_1;
global_routing;globalRouteTotalUtil;0.0714;
power;power.switching;0.0000560;W
status;status;finished, final reports clean;
logic_synthesis;avgSynthCellArea;7.25;sq um
run;max_cap_violations;0;
timing;slew_headroom;0.612;
timing;slew_violations;0;
critical_path;cp_common_cell;clkdlybuf4s50_1;
logic_synthesis;netlist_area;1440;sq um
floorplanning;die_h;104;microns
power;pwr-share-seq;0;
timing;fin_crit;6810;ps
critical_path;critical_path_class;input pin to output port;
critical_path;crit_buf_inv;3;
drt;diodes;0;
drt;wl_per_cell;11.5;microns
power;p_leak;1.00;nW
cts;cts_resized;0;
critical_path;critPathTopFamily;simple AND/OR/NAND/NOR gates;
global_routing;grt_max_degree;15;
final_layout;area_delta_synth_final;40.6;%
placed_design;port-buffer-count;50;
placed_design;routabilityCongestion;0.804;
floorplanning;io_pins;50;
power;peakVddDrop;0.0000248;V
global_routing;antenna_found_initial;0;
timing;worst_pin_slew;582;ps
drt;vias_per_cell;4.20;
critical_path;cp_cell_sequence;clkdlybuf4s50_1 -> inv_1 -> ha_1 -> and2_1 -> and3_4 -> nand2_2 -> or4_4 -> nand3_2 -> mux2_2 -> clkdlybuf4s50_1;
critical_path;crit_arrival;4950;ps
timing;post-route-period-util;0.732;
global_routing;grt_overflow;0;
timing;rsz0062_at_grt;false;
run;tool_warnings;47;
logic_synthesis;yosys_cells;198;
timing;hold_viol;0;
drt;num_vias;1431;
power;power.total;0.000133;W
final_layout;regArea;0;sq um
logic_synthesis;netlist_instances;198;
drt;wirelength;3930;microns
critical_path;cp_data_required_time;7440;ps
drt;dr.pass1.iters;4;
critical_path;max_stage_delay;530;ps
timing;setup_viol;0;
global_routing;grtUsageMet3;0.0157;
global_routing;met1_usage;0.100;
final_layout;clkbuf_count;0;
final_layout;design_area;2020;sq um
cts;cts_setup_buffers;0;
logic_synthesis;synth_cell_types;43;
drt;drc;0;
floorplanning;chipArea;10800;sq um
critical_path;crit_path_top_delay_cell;or4_4;
placed_design;hpwlAfterDp;3500;microns
hold_path;hold_path_class;input pin to output port;
final_layout;ff_count;0;
critical_path;crit_fanout;14;
global_routing;grt_pass1_vias;1406;
power;pwr-share-comb;1.000;
final_layout;fin_util;0.296;
## cells in the mapped netlist (all sizes together), types with 4 or more instances
cell	count	area share
o21ai	9	0.031
ha	32	0.28
and3	5	0.030
o31ai	4	0.021
mux2i	14	0.098
inv	36	0.094
nor2	15	0.039
a21oi	17	0.059
nand2	10	0.028
xnor2	5	0.030
xor2	6	0.037
## layer usage
metal  vias up  share of wire
li1        782              -
met1       608           0.48
met2        41           0.45
met3         0          0.073
met4         0              0
met5         -              0
## area by class of cell
type / instances / area [sq um]
fill: 752 / 4810
multi-input combinational: 159 / 1260
timing repair buffer: 50 / 500
inverter: 36 / 135
tap: 96 / 120
## path summary, 6_finish.rpt
| kind | cells past startpoint | startpoint | slack (ps) | endpoint |
|---|---|---|---|---|
| worst max-delay path | 10 | dividend[6] | 2490 | result[12] |
| worst min-delay path | 4 | dividend[13] | 4700 | result[13] |
## metrics by stage
step                      hold slack [ps]  instances  setup slack [ps]
after CTS                            4710        341              2460
final                                4700        341              2490
after global placement               4700        341              2520
after floorplan                      3810        198              3790
after detailed placement             4700        341              2480
after global routing                 4740        341              2310
## logic make-up (layout without fill, tap and decap cells)
logic type	count (synthesis)	count (layout)	share of synthesized area
compound gates	50	50	0.220
simple gates	50	50	0.194
buf+inv	39	86	0.120
fa+ha+maj	33	33	0.293
mux	15	15	0.105
xor+xnor	11	11	0.0671
## power by group through the flow
stage / Combinational (W) / Clock [W] / Sequential (W)
CTS: 0.000137 / 0 / 0
global route: 0.000151 / 0 / 0
finish: 0.000133 / 0 / 0
No activity file was given, so power comes from the tool's default toggle rates.
